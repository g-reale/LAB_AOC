==> /design/flow/design.v <==
module register_bank(
  input wire [0:4]radrA,
  input wire [0:4]radrB,
  input wire [0:4]radrC,
  input wire [0:4]radrD,
  input wire [0:4]wadr,
  output wire[0:31]rvalueA,
  output wire[0:31]rvalueB,
  output wire[0:31]rvalueC,
  output wire[0:31]rvalueD,
  input wire[0:31]wvalue,
  input wire wenable,
  input wire clock
);
  reg [0:31] registers [0:31];
  always @(negedge clock) begin
    if(wenable) begin
      registers[wadr] = wvalue;
    end
  end
  assign rvalueA = registers[radrA];
  assign rvalueB = registers[radrB];
  assign rvalueC = registers[radrC];
  assign rvalueD = registers[radrD];
endmodule
==> /design/flow/run.sh <==
#!/bin/bash
# OpenROAD 26Q1-2900-gdf79404cd8, Yosys 0.63+post, stock flow scripts
make -C /OpenROAD-flow-scripts/flow DESIGN_CONFIG=/design/flow/config.mk WORK_HOME=/design/flow/orfs finish
==> /design/flow/config.mk <==
export PLATFORM = sky130hd
export DESIGN_NAME = register_bank
export DESIGN_NICKNAME = register_bank
export VERILOG_FILES = /design/flow/design.v
export SDC_FILE = /design/flow/constraint.sdc
export NUM_CORES = 4
export LEC_CHECK = 1
export CORE_UTILIZATION = 50
==> /design/flow/constraint.sdc <==
current_design register_bank

set clk_period 7.8
set clk_io_pct 0.2

create_clock -name clk0 -period $clk_period [get_ports {clock}]

set non_clock_inputs [all_inputs -no_clocks]
set_input_delay [expr $clk_period * $clk_io_pct] -clock clk0 $non_clock_inputs
set_output_delay [expr $clk_period * $clk_io_pct] -clock clk0 [all_outputs]
==> summary.txt <==
fresh numbers from the pnr run: result of the run=complete, but fails checks, violated checks=setup timing, H-tree lvl count=4, initial detailed-routing violation count=5,568, wire length of the first global-routing pass=394 mm, Setup WS post-layout=-0.123 ns, Gate Count Post-Synth=5,703, Std-Cell Core Area=0.132 mm^2, worst hold slack=3.91 ns, utilization after layout=61.8%, layout filler cell count=10,200, endpoint required time on the critical path=6.24 ns, number of global-route vias before repair=59,500, worst slack, placed=0.217 ns, Seq/Total Area, Yosys=46.2%, Pwr Density=211 mW/mm^2, max reg flops=1,024, I/O Buffers=186, critical path fanouts, max=2, global-route usage over all layers=43.6%, start-to-end type of the worst setup path=reg2out, Die Span X=367 um, instance count after placement with tap cells included=7,383, full die area=0.135 mm^2, detailed-route DRC error count=0, Clk Tree Root Cell=clkbuf_16, fraction of final layout cells sized beyond drive strength 1=13.3%, leakage power summed over all cells=36.4 nW, area of the synthesized netlist per yosys stat=0.0666 mm^2, number of endpoints failing setup at the final stage=18, met1 usage in global routing=53.5%, post-synthesis cell type count=25, class of the worst hold path=in2out, met2 Usage GRT=56.2%, # rows=133, number of standard cells reported by yosys=5,703, arrival time at the worst endpoint=6.36 ns, mapped cell area=0.0666 mm^2, global route hottest layer=met2, total via count after detailed routing=57,000, buffer levels on the longest clock path=3, Clock Sinks=1,024, antenna-violating nets left=0, clock transition at the registers of the reported paths=0.03 ns, top-level I/O count=187, Worst IR Drop VDD=0.203 mV, routed length per instance=31.9 um, category of the worst setup path capture point=primary output, antenna violations before repair=13, final weighted congestion in routability-driven placement=0.960, FP Core Util=50.6%, clock tree from TritonCTS=done, Slew headroom=32.2%, drt total wl=279 mm, per-cell via count in the routed design=6.52, global-route track usage on met3=32.8%, number of max-slew violations in the final report=0, setup repair after global routing missed its margin=true, HPWL Detailed=158 mm, largest net degree at the start of global routing=84, leading cell types by total area after synthesis=edfxtp_1, mux2i_1, a22oi_1, total number of yosys warnings=1, leading area contributor after synthesis=edfxtp_1, cts bufs inserted=131, startpoint types=register, count of final hold-check violations=0, remaining global-route overflow=0, Maximum Capacitance Violations=0, number of optimization iterations in the first detailed-route pass=6, Seq cells post-synth=1,024, die extent in y=367 um, syn_area_per_cell=11.7 um^2, final standard cell count with taps included and fillers excluded=8,745, total number of warnings across the stage logs=1,030, share of the synthesized area in the top cell type=46.2%, worst-margin pin slew=1.01 ns, Synth-to-Final Area Change=22.3%
where the power goes:
part,internal (W),total [W],switching (W)
logic,0.000842,0.00233,0.00148
clock network,0.00481,0.00863,0.00382
registers,0.00618,0.00624,0.0000610
worst paths after layout:
check / startpoint / to / slack [ns] / cells after the start
worst min-delay path: radrA[3] / rvalueA[30] / 3.91 / 6
worst max-delay path: registers[2][27] / rvalueD[4] / -0.12 / 9
per-stage QoR:
| step | area, um^2 | setup TNS [ns] | total power (W) |
|---|---|---|---|
| after floorplan | 66600 | -23.15 | 0.00831 |
| after global placement | 71000 | 0 | 0.00927 |
| after detailed placement | 71000 | 0 | 0.00928 |
| after CTS | 81000 | -1.40 | 0.0173 |
| after global routing | 81500 | -2.37 | 0.0180 |
| final | 81500 | -1.05 | 0.0172 |
metal layers:
layer,wire [um],vias up
li1,-,24800
met1,97500,26900
met2,115000,4323
met3,49800,966
met4,15700,27
met5,709,-
cell usage in the layout, fill, tap and decap left out, types with 8 or more instances in the layout:
master and n:
dlygate4sd2_1 20, diode_2 8, a31oi_2 60, a22o_1 256, buf_6 56, a21oi_1 384, nor3_2 91, clkbuf_2 29
nor3_1 35, nor2_4 36, edfxtp_1 1024, nand3_4 17, clkinvlp_2 29, a22oi_1 384, buf_4 205, bufinv_16 28
nand3_2 42, a31oi_1 62, clkdlybuf4s50_1 54, nor2b_4 8, nand3_1 327, nand2b_4 8, inv_1 1041, nand2_1 385
clkbuf_16 137, mux2i_1 2044, buf_12 96, buf_2 35, inv_4 10, clkdlybuf4s15_1 30
final cells by class:
| type | instances | area [um^2] | share of cell area [%] |
|---|---|---|---|
| multi-input combinational | 4173 | 34600 | 42.4 |
| clock inverter | 1119 | 5050 | 6.20 |
| clock buffer | 137 | 3430 | 4.21 |
| tap | 1755 | 2200 | 2.69 |
| antenna | 8 | 20.0 | 0.0246 |
| timing repair buffer | 529 | 5490 | 6.73 |
| sequential | 1024 | 30700 | 37.7 |
cell families (layout without fill, tap and decap cells):
family,Yosys count,in the layout,share of synthesized area [%]
compound gates,1152,1152,11.8
flops,1024,1024,46.2
simple gates,973,973,6.59
mux,2048,2048,30.8
buf+inv,506,1785,4.71
other cells,0,8,0
Yosys cell counts:
cell / number
a21oi_1: 384
a22o_1: 256
a22oi_1: 384
a31oi_1: 128
and2_1: 4
buf_1: 17
buf_2: 132
buf_4: 99
buf_6: 88
clkbuf_1: 160
clkbuf_4: 8
clkbuf_8: 1
edfxtp_1: 1024
inv_1: 1
mux2i_1: 2048
nand2_1: 389
nand2b_1: 8
nand3_1: 386
nand3b_1: 5
nor2_1: 37
nor2b_1: 8
nor3_1: 128
or2_2: 4
or3_1: 1
or3b_2: 3
repair_timing:
| item | in CTS | in global routing |
|---|---|---|
| gates resized | 474 | 161 |
| setup buffers | 88 | 16 |
| pin swaps | 214 | 149 |
| hold buffers | 0 | 0 |
| setup endpoints to repair | 128 | 106 |
worst max-delay path: stages, from the launching register on:
cell and delay, ns:
edfxtp_1 0.39, buf_6 0.14, buf_6 0.11, mux2i_2 0.16, a22o_1 0.17, nor3_2 0.04
a31oi_1 0.26, nand3_1 0.14, buf_6 0.18, buf_6 0.11
Power figures rest on the tool's default switching activity, not on a simulated workload.
