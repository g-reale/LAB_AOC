===== flow/config.mk =====
export PLATFORM = sky130hd
export DESIGN_NAME = program_counter
export DESIGN_NICKNAME = program_counter
export VERILOG_FILES = /design/flow/design.v
export SDC_FILE = /design/flow/constraint.sdc
export NUM_CORES = 4
export LEC_CHECK = 1
export CORE_UTILIZATION = 30

===== flow/constraint.sdc =====
current_design program_counter

set clk_period 16.7
set clk_io_pct 0.2

create_clock -name clk0 -period $clk_period [get_ports {clock}]

set non_clock_inputs [all_inputs -no_clocks]
set_input_delay [expr $clk_period * $clk_io_pct] -clock clk0 $non_clock_inputs
set_output_delay [expr $clk_period * $clk_io_pct] -clock clk0 [all_outputs]

===== flow/design.v =====
module program_counter(
  input wire [0:31] reference,
  input wire [0:31] step,
  output wire [0:31] counter,
  input wire clock
);
  reg [0:31] memory;
  initial memory <= 32'd0;
  always @(posedge clock) begin
    memory = reference + step;
  end
  assign counter = memory;
endmodule

===== flow/run.sh =====
#!/bin/bash
# OpenROAD 26Q1-2900-gdf79404cd8, Yosys 0.63+post, stock flow scripts
make -C /OpenROAD-flow-scripts/flow DESIGN_CONFIG=/design/flow/config.mk WORK_HOME=/design/flow/orfs finish

==> COMMIT_EDITMSG <==
Update PnR metrics after Yosys + OpenROAD run

- Count of state elements after synthesis: 32
- According to the floorplan report, the total die area is 0.00832 mm2.
- Vias in the first global route: approximately 2200
* Final number of setup-violating endpoints: 0
- Including well taps, the total number of placed cells is about 460.
* Async set-reset flop share out of synthesis: 0%
- The number of maximum-capacitance violations recorded for the run is 0.
* Number of unique standard cell types used by synthesis: 52
* Arrival time worst endpoint: between 5000 and 6000 ps
* Detailed placement HPWL: roughly 4700 um
* CORE AREA: 0.00773 mm2
- Most used cell, CP: a21oi_1
* Power Total: between 200 and 300 uW
- Final Instance Count excl. Fillers: ~470
- The number of antenna violations at the first check in global routing came to 0.
- Counting I/O delays and the setup requirement, the final critical path takes 5600 ps.
- Counting along the longest clock path gives a buffer depth of 2.
- The flow reports that the clock network draws a little under a quarter of the design power.
- Cells with a size suffix above 1 make up approximately 4.4% of the layout.
- For this design, the slowest cell found on the critical path is a2111oi_0.
* Crit-path max cell delay: 500 ps
* Required @ worst endpoint: about 17000 ps
- TritonCTS built the clock tree.
- Highest routing layer actually used: met4
- GRT Resource Usage Total: between 10 and 15%
- FP Core Util: roughly 31%
* Max reg flops: 32
* Placement Setup Slack: ~11000 ps
- Routability congestion estimate: approximately 0.82
- According to the floorplan report, the die height is roughly 91 um.
- According to the CTS report, the clock sink count is 32.
* Count of final hold-check violations: 0
* Wire length the detailed router placed on met1: about 2700 um
- The routed design has ~5800 um of wire.
- Sequential area share after synthesis: approximately 27%
- Average routed wire per standard cell: around 12 um
- The cell sitting at the root of the clock tree is a clkbuf_8.
* Area growth from synthesis to layout: 47.7%
* Ant. Diodes: 0
* Antenna violation net count after detailed routing: 0
* Hold crit path type: in2reg
* Top area contributor share: between 20% and 30%
- Across all stage logs, warnings added up to 25.
- Number of search-and-repair iterations in the first detailed-routing pass: 12
- The largest registers in the layout are memory (32).
- In the post-route analysis, the smallest setup slack over all paths is between 10000 and 15000 ps.
- Total number of placement rows: 32
* Normalized max-slew margin: between 60% and 70%
- Wire segments on met2 add up to approximately 2700 um in the final route.
- Unrepaired setup endpoints after global routing: false
- Entering global routing, the biggest net connects 11 pins.
* Cell chain of the critical path: clkdlybuf4s50_1 > ha_1 > a21oi_1 > o21bai_1 > a21oi_1 > nor2_1 > a2111oi_0 > o21ai_0 > or3_1
* Hold Path Cell Cnt: 2
* Number of port buffers: approximately 96
* Net Sw Power: a little under 80 uW
- STA classifies the critical path endpoint as a register.
- Number of cells upsized or downsized after cts: 0
* First-pass GRT wire length: slightly below 10000 um
- The flow ran to the end, and the final reports show no timing, DRC or antenna violations.
- Synth Flop Type: dfxtp_1
* Category of the worst setup path launch point: input pin
* Die width: 91.2 um
- The H-tree was split into 2 levels.
* Total internal power: between 150 and 200 uW
- For reference, the top cells by area after synthesis are dfxtp_1 (27%), ha_1 (16%), a21oi_1 (6.1%).
- For reference, the final report shows the max-slew violation count at 0.
* Mean post-synth cell area: slightly below 9 um2
- The CTS report gives the tree buffer count as 5.
- Yosys reports a chip area of 0.00239 mm2.
* Biggest area consumer among synthesized cells: dfxtp_1
- Summed negative setup slack over all endpoints: 0 ps
- Leakage power total: ~1.5 nW
- More flip-flops sit in one register than any other, and that register is memory.
- Post-CTS Hold Fix Bufs: 0
- Ranked by instance count, the synthesized netlist is headed by dfxtp_1 (32), ha_1 (31), a21oi_1 (29).
- On the worst setup and hold paths after CTS, the clock-pin slew comes to approximately 70 ps.
- For the pin with the worst max-slew slack, the measured transition is between 500 and 600 ps.
* Post-detailed-route DRC marker count: 0
- For this run, the detailed router reports a per-instance via density of slightly below 5.
- Total cells reported by yosys after synthesis: about 270
- Yosys warning tally: 1
* Start point of the critical path: reference[7]
* Most repeated cell in the gate-level netlist after synthesis: dfxtp_1
- The routed layout has around 2300 vias.
- On the final layout, the worst hold slack is between 3000 and 4000 ps.
- Gate count after technology mapping: 272
* Length of routed met3 wiring: 299 um
- between 90 and 100 I/O pins were placed.
- The report lists the power per cell area as a little under 80 mW/mm2.
- Switching part of the total power: around 28%
- Register share of total power: 35.6%
- Worst IR Drop VDD: 0.0000281 V
- In the finished design, the share of the clock period the worst path needs comes to 33.5%.
- Summing all multi-input logic gate instances after layout gives between 0.0015 and 0.002 mm2.
* Cell Area, Synth: 0.00239 mm2
- The post-synth count of flops with an enable pin is 0.
- In the final layout, the fill cell count is around 760.
- The critical path is of the in2reg type.
- STA lists the startpoint of the worst hold path as step[31].
- In this run, the combinational gates consume about two fifths of the power.
- For this run the aggregate overflow at the end of global routing stands at 0.
- Across the whole layout, storage elements account for 641 um2.
- Of all nets on the critical path, the largest fanout is 10.
- Number of DRC markers after the initial detailed-route iteration: 32
* Maximum operating frequency: between 150 and 200 MHz
- Looking at the post-CTS report, the setup buffer insertion count equals 0.
[logic make-up after synthesis]
logic type,synth area share [%]
AND-OR/OR-AND,29.0
XOR/XNOR,10.3
adder cells (fa/ha/maj),17.1
buffers and inverters,2.72
flip-flops,26.8
multiplexers,0.838
AND/OR/NAND/NOR,13.3
[power by group through the flow]
stage         combinational (mW)  sequential, mW  clock (mW)
global route               0.127          0.0996      0.0686
finish                     0.114          0.0977      0.0622
CTS                        0.116          0.0979      0.0649
[stage by stage]
| stage | utilization [%] | area, um2 |
|---|---|---|
| detailed placement | 44.4 | 3430 |
| floorplan | - | 2390 |
| CTS | 45.6 | 3530 |
| finish | 45.6 | 3530 |
| global route | 45.6 | 3530 |
| global placement | 44.4 | 3430 |
[routing by layer]
metal	track usage [%]	up-vias
li1	-	1205
met1	20.2	1013
met2	23.7	66
met3	2.64	6
met4	1.85	0
met5	0	-
[path summary, 6_finish.rpt]
check	slack, ps	end
setup / recovery	11100	memory[0]
hold / removal	3650	memory[31]
[critical path: cells and delay by family]
| kind | cells | cell delay (ps) |
|---|---|---|
| compound gates | 5 | 1130 |
| simple gates | 2 | 460 |
| buf+inv | 1 | 400 |
| fa+ha+maj | 1 | 430 |
[layout make-up]
cell class / count / share of cell area [%]
multi-input cells: 224 / 47.7
repair buffers: 96 / 27.2
flip-flops and latches: 32 / 18.2
well taps: 102 / 3.62
clock buffers: 6 / 2.34
inverters: 6 / 0.639
clock inverters: 2 / 0.284
[cells in the final DEF (no fill, tap or decap), types with 7 or more instances in the layout]
master	count
nand4_1	7
clkdlybuf4s50_1	96
a21oi_1	29
a21o_1	19
o21ai_0	7
o21ai_1	7
nand2_1	19
nor2_1	12
nand3_1	10
ha_1	31
xor2_1	15
xnor2_1	13
dfxtp_1	32
No activity file was given, so power comes from the tool's default toggle rates.
