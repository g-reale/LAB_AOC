**/design/flow/design.v**
```verilog
module arithmetic_logic_unit(
        input wire [0:3]operation,
        input wire [0:31]opA,
        input wire [0:31]opB,
        input wire [0:31]opC,
        input wire [0:5]shamft,
        output wire [0:31]result   
    );
    assign result = (operation == 4'd0)    ? (opA + opB) << shamft :
                    (operation == 4'd1)    ? (opA - opB) << shamft :
                    (operation == 4'd2)    ? (opA * opB) << shamft :
                    (operation == 4'd3)    ? (opA / opB) << shamft :
                    (operation == 4'd4)    ? (opA & opB) << shamft :
                    (operation == 4'd5)     ? (opA | opB) << shamft :
                    (operation == 4'd6)    ? (~(opA | opB)) << shamft :
                    (operation == 4'd7)    ? (opA ^ opB) << shamft :
                    (operation == 4'd8)    ? (opA << opB) << shamft :
                    (operation == 4'd9)    ? (opA >> opB) << shamft :
                    (operation == 4'd10)    ? (opA < opB) << shamft:
                    (operation == 4'd11)    ? (opC == opA) ? opB : 32'd1 :
                    (operation == 4'd12)    ? (opC != opA) ? opB : 32'd1 :
                    (operation == 4'd13) ? (opC == opA) ? -opB : 32'd1 :
                    (operation == 4'd14) ? (opC != opA) ? -opB : 32'd1 :
                    0;
endmodule
```
**/design/flow/constraint.sdc**
```tcl
current_design arithmetic_logic_unit

set clk_period 449.4
set clk_io_pct 0.2

create_clock -name clk0 -period $clk_period

set non_clock_inputs [all_inputs -no_clocks]
set_input_delay [expr $clk_period * $clk_io_pct] -clock clk0 $non_clock_inputs
set_output_delay [expr $clk_period * $clk_io_pct] -clock clk0 [all_outputs]
```
**/design/flow/config.mk**
```make
export PLATFORM = sky130hd
export DESIGN_NAME = arithmetic_logic_unit
export DESIGN_NICKNAME = arithmetic_logic_unit
export VERILOG_FILES = /design/flow/design.v
export SDC_FILE = /design/flow/constraint.sdc
export NUM_CORES = 4
export LEC_CHECK = 1
export CORE_UTILIZATION = 40
```
**/design/flow/run.sh**
```bash
#!/bin/bash
# OpenROAD 26Q1-2900-gdf79404cd8, Yosys 0.63+post, stock flow scripts
make -C /OpenROAD-flow-scripts/flow DESIGN_CONFIG=/design/flow/config.mk WORK_HOME=/design/flow/orfs finish
```
==> results.toml <==
# yosys + openroad results
[status]
status = "complete, but fails checks"
failed_checks = "max-capacitance violations, max-slew violations"

[worst_hold_path]
min_path_cells = 5
worstHoldEndpoint = "result[1]"
min-delay-start = "shamft[3]"
hp-class = "in2out"

[yosys]
yosys-stat-area_um2 = 57900
netlist_area_um2 = 57900
yosys.cell_types.count = 99
avgSynthCellArea_um2 = 7.07
yosysCellCount = 8191
synthCells = 8191
synth_warnings = 0
synth_seq_share_pct = 0

[critical_path]
cp-start-kind = "primary input"
crit_path_max_incr_delay_ps = 1060
crit_type = "in2out"
cp.arrival_ps = 177110
worstPathMaxFanout = 36
slowest_stage = "nor2_1"
critPathRequiredTime_ps = 359520
crit_path_end_kind = "output pin"
cpMostUsedCell = "ha_1"

[clocking]
cts_resized = 0
hold_buffers = 0
cts_setup_buffers = 0

[placement]
place_congestion = 1.16
hpwl_um = 277000
port_buffers = 138

[power_and_ir_drop]
p_int_mw = 0.159
cellPowerDensity_nw_per_um2 = 7.30
p_sw_mw = 0.297
netSwitchingFraction_pct = 65.1
irDropWorstVdd_mv = 0.0292
total_power_mw = 0.456
p_leak_nw = 28.7

[floorplan]
dieWidth_um = 383
io_pins = 138
die_y_um = 383
core-area_um2 = 144000
die_area_um2 = 146000
rows = 139
fp-utilization_pct = 40.3

[route]
drc_errors = 0
ant_nets = 0
wl_um = 350000
drt_first_pass_iters = 26
drtIter0Drc = 7532
vias = 67333
wl_per_cell_um = 34.5
viasPerCell = 6.64

[final_timing]
finalHoldViolCount = 0
post-route-min-period_ps = 266990
finalHoldWorstSlack_ps = 180870
rsz0062_at_grt = "false"
fin_crit_sh_pct = 59.4
fmax_ghz = 0.00375
setup_viol = 0
slew_headroom_pct = -2.45
worst_pin_slew_ps = 1530
setup_tns_ps = 0
slew_viol_final = 7

[layout]
flops = 0
post-route-util_pct = 43.4
fillers = 14779
lay_top_count = "nand2_1"
area_delta_synth_final_pct = 7.70
layout-drive-gt1-share_pct = 8.23
final_layout_top_logic_cells = "nand2_1, nor2_1, ha_1, inv_1, a21oi_1"
n_clock_buffer = 0
seq_area_um2 = 0

[run]
tool_warnings = 100
maxCapViolations = 1

[global_routing]
grt_max_degree = 83
grt_antenna_before_repair = 28
overflow = 0
grt_pass1_wl_um = 485000
grt_pass1_vias = 62923
grt_use_total_pct = 48.1
[per-layer routing]
metal | up-vias | track usage, % | share of wire [%]
met5 | - | 1.79 | 0.12
met4 | 20 | 24.7 | 6.6
met3 | 962 | 19.7 | 14
met2 | 4525 | 64.0 | 39
met1 | 32500 | 66.6 | 41
li1 | 29326 | - | -
[critical path, delay by kind of cell]
family | cells | cell delay, ps
compound gates | 132 | 40920
simple gates | 101 | 28680
fa+ha+maj | 31 | 10210
buf+inv | 21 | 5430
mux | 6 | 1620
xor+xnor | 1 | 130
[area by class of cell]
type                       instances  area, µm²  share of cell area, %
tap                             1903       2380                   3.82
timing repair buffer             434       3530                   5.65
antenna                           21       52.6                 0.0842
inverter                         705       2650                   4.25
multi-input combinational       7072      53800                   86.2
[kinds of logic (layout without fill, tap and decap cells)]
kind of cell / count (synthesis) / after routing / synth area share [%]
buffers and inverters: 1119 / 1139 / 7.31
other: 0 / 21 / 0
XOR/XNOR: 467 / 467 / 7.06
multiplexers: 287 / 287 / 6.05
AND/OR/NAND/NOR: 2866 / 2866 / 22.7
adder cells (fa/ha/maj): 1161 / 1161 / 30.4
AND-OR/OR-AND: 2291 / 2291 / 26.4
[worst max-delay path by stage]
| stage | start | endpoint | slack, ps |
|---|---|---|---|
| after global routing | opB[21] | result[0] | 179030 |
| after CTS | opB[20] | result[0] | 185260 |
| final | opB[23] | result[0] | 182410 |
[per-stage QoR]
step                      setup slack (ps)  cell area (µm²)  instances
after global placement              184350            62300      10110
final                               182410            62400      10135
after CTS                           185260            62300      10112
after global routing                179030            62300      10118
after detailed placement            185530            62300      10112
after floorplan                     202470            57900       8191
[synthesized netlist by cell type, types with 37 or more instances]
master	count	area, µm²
and3_1	82	513
xor2_1	151	1320
a211oi_1	99	743
xnor2_1	316	2770
o21ai_0	393	1970
o31ai_1	56	420
nor3_1	203	1020
nand2_1	1011	3790
or2_2	73	457
nand2b_1	56	350
clkbuf_1	308	1160
mux2_2	131	1480
a21boi_0	37	278
a21oi_1	573	2870
buf_1	83	312
a31oi_1	108	676
and2_1	65	407
o21a_1	135	1010
nor4_1	57	357
o211ai_1	96	721
mux2i_1	118	1180
inv_1	695	2610
o22ai_1	46	288
fa_1	410	8210
ha_1	751	9400
nor2b_1	61	382
mux4_2	37	833
a21o_1	211	1580
nand4_1	81	507
nand3_1	195	976
or3_1	73	457
nor2_1	803	3010
o21bai_1	48	360
